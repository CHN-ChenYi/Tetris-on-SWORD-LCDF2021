[flow/config.mk]
export PLATFORM = sky130hd
export DESIGN_NAME = CollisionChecker
export DESIGN_NICKNAME = CollisionChecker
export VERILOG_FILES = /design/flow/design.v
export SDC_FILE = /design/flow/constraint.sdc
export NUM_CORES = 4
export LEC_CHECK = 1
export CORE_UTILIZATION = 40
[flow/constraint.sdc]
current_design CollisionChecker

set clk_period 37.1
set clk_io_pct 0.2

create_clock -name clk0 -period $clk_period [get_ports {clk}]

set non_clock_inputs [all_inputs -no_clocks]
set_input_delay [expr $clk_period * $clk_io_pct] -clock clk0 $non_clock_inputs
set_output_delay [expr $clk_period * $clk_io_pct] -clock clk0 [all_outputs]
[flow/design.v]
`timescale 1ns / 1ps
module CollisionChecker(
         input wire clk,
         input wire [3:0] pos_x,  
         input wire [4:0] pos_y,  
         input wire [0:15] float,  
         input wire [0:199] static,  
         output wire valid  
       );
reg patternCollision;
reg bottomCollision;
reg leftCollision;
reg rightCollision;
wire [8:0] realPos[0:15];
assign realPos[0] = ((pos_y - 2'b11) * 4'b1010) + pos_x - 2'b11; 
assign realPos[1] = ((pos_y - 2'b11) * 4'b1010) + pos_x - 2'b10; 
assign realPos[2] = ((pos_y - 2'b11) * 4'b1010) + pos_x - 1'b1; 
assign realPos[3] = ((pos_y - 2'b11) * 4'b1010) + pos_x; 
assign realPos[4] = ((pos_y - 2'b10) * 4'b1010) + pos_x - 2'b11; 
assign realPos[5] = ((pos_y - 2'b10) * 4'b1010) + pos_x - 2'b10; 
assign realPos[6] = ((pos_y - 2'b10) * 4'b1010) + pos_x - 1'b1; 
assign realPos[7] = ((pos_y - 2'b10) * 4'b1010) + pos_x; 
assign realPos[8] = ((pos_y - 1'b1) * 4'b1010) + pos_x - 2'b11; 
assign realPos[9] = ((pos_y - 1'b1) * 4'b1010) + pos_x - 2'b10; 
assign realPos[10] = ((pos_y - 1'b1) * 4'b1010) + pos_x - 1'b1; 
assign realPos[11] = ((pos_y - 1'b1) * 4'b1010) + pos_x; 
assign realPos[12] = (pos_y * 4'b1010) + pos_x - 2'b11; 
assign realPos[13] = (pos_y * 4'b1010) + pos_x - 2'b10; 
assign realPos[14] = (pos_y * 4'b1010) + pos_x - 1'b1; 
assign realPos[15] = (pos_y * 4'b1010) + pos_x; 
wire [0:3] row;
assign row[0] = |float[0:3];
assign row[1] = |float[4:7];
assign row[2] = |float[8:11];
assign row[3] = |float[12:15];
wire [0:3] col;
assign col[0] = |{float[0],float[4],float[8],float[12]};
assign col[1] = |{float[1],float[5],float[9],float[13]};
assign col[2] = |{float[2],float[6],float[10],float[14]};
assign col[3] = |{float[3],float[7],float[11],float[15]};
assign collision = patternCollision | bottomCollision | leftCollision | rightCollision;
assign valid = ~collision;
always @(posedge clk) begin
  case (pos_x)
    4'b0000:
      case (pos_y)
        5'b00000:patternCollision <= (float[15] & static[realPos[15]]); 
        5'b00001:patternCollision <= (float[11] & static[realPos[11]]) | (float[15] & static[realPos[15]]);
        5'b00010:patternCollision <= (float[7] & static[realPos[7]]) | (float[11] & static[realPos[11]]) | (float[15] & static[realPos[15]]); 
        5'b10100:patternCollision <= (float[3] & static[realPos[3]]) | (float[7] & static[realPos[7]]) | (float[11] & static[realPos[11]]);
        5'b10101:patternCollision <=(float[3] & static[realPos[3]]) | (float[7] & static[realPos[7]]); 
        5'b10110:patternCollision <= (float[3] & static[realPos[3]]); 
        default: patternCollision <= (float[3] & static[realPos[3]]) | (float[7] & static[realPos[7]]) | (float[11] & static[realPos[11]]) | (float[15] & static[realPos[15]]); 
      endcase
    4'b0001:
      case (pos_y)
        5'b00000: patternCollision <= (float[14] & static[realPos[14]]) | (float[15] & static[realPos[15]]);
        5'b00001: patternCollision <= (float[14] & static[realPos[14]]) | (float[15] & static[realPos[15]]) | (float[10] & static[realPos[10]]) | (float[11] & static[realPos[11]]);
        5'b00010: patternCollision <= (float[14] & static[realPos[14]]) | (float[15] & static[realPos[15]]) | (float[10] & static[realPos[10]]) | (float[11] & static[realPos[11]]) | (float[6] & static[realPos[6]]) | (float[7] & static[realPos[7]]);
        5'b10100: patternCollision <= (float[2] & static[realPos[2]]) | (float[6] & static[realPos[6]]) | (float[10] & static[realPos[10]]) | (float[3] & static[realPos[3]]) | (float[7] & static[realPos[7]]) | (float[11] & static[realPos[11]]);
        5'b10101: patternCollision <= (float[2] & static[realPos[2]]) | (float[6] & static[realPos[6]]) | (float[3] & static[realPos[3]]) | (float[7] & static[realPos[7]]) ;
        5'b10110: patternCollision <= (float[2] & static[realPos[2]]) | (float[3] & static[realPos[3]]);
        default: patternCollision <= (float[2] & static[realPos[2]]) | (float[6] & static[realPos[6]]) | (float[10] & static[realPos[10]]) | (float[14] & static[realPos[14]]) | (float[3] & static[realPos[3]]) | (float[7] & static[realPos[7]]) | (float[11] & static[realPos[11]]) | (float[15] & static[realPos[15]]); 
      endcase
    4'b0010:
      case (pos_y)
        5'b00000: patternCollision <= (float[13] & static[realPos[13]]) | (float[14] & static[realPos[14]]) | (float[15] & static[realPos[15]]);
        5'b00001: patternCollision <= (float[9] & static[realPos[9]]) | (float[10] & static[realPos[10]]) | (float[11] & static[realPos[11]]) | (float[13] & static[realPos[13]]) | (float[14] & static[realPos[14]]) | (float[15] & static[realPos[15]]);
        5'b00010: patternCollision <= (float[5] & static[realPos[5]]) | (float[6] & static[realPos[6]]) | (float[7] & static[realPos[7]]) | (float[9] & static[realPos[9]]) | (float[10] & static[realPos[10]]) | (float[11] & static[realPos[11]]) | (float[13] & static[realPos[13]]) | (float[14] & static[realPos[14]]) | (float[15] & static[realPos[15]]);
        5'b10100: patternCollision <= (float[1] & static[realPos[1]]) | (float[2] & static[realPos[2]]) | (float[3] & static[realPos[3]]) | (float[5] & static[realPos[5]]) | (float[6] & static[realPos[6]]) | (float[7] & static[realPos[7]]) | (float[9] & static[realPos[9]]) | (float[10] & static[realPos[10]]) | (float[11] & static[realPos[11]]);
        5'b10101: patternCollision <= (float[1] & static[realPos[1]]) | (float[2] & static[realPos[2]]) | (float[3] & static[realPos[3]]) | (float[5] & static[realPos[5]]) | (float[6] & static[realPos[6]]) | (float[7] & static[realPos[7]]);
        5'b10110: patternCollision <= (float[1] & static[realPos[1]]) | (float[2] & static[realPos[2]]) | (float[3] & static[realPos[3]]);
        default: patternCollision <= (float[1] & static[realPos[1]]) | (float[2] & static[realPos[2]]) | (float[3] & static[realPos[3]]) | (float[5] & static[realPos[5]]) | (float[6] & static[realPos[6]]) | (float[7] & static[realPos[7]]) | (float[9] & static[realPos[9]]) | (float[10] & static[realPos[10]]) | (float[11] & static[realPos[11]]) | (float[13] & static[realPos[13]]) | (float[14] & static[realPos[14]]) | (float[15] & static[realPos[15]]);
      endcase
    4'b1010:
      case (pos_y)
        5'b00000: patternCollision <= (float[13] & static[realPos[13]]) | (float[14] & static[realPos[14]]) | (float[12] & static[realPos[12]]);
        5'b00001: patternCollision <= (float[9] & static[realPos[9]]) | (float[10] & static[realPos[10]]) | (float[8] & static[realPos[8]]) | (float[13] & static[realPos[13]]) | (float[14] & static[realPos[14]]) | (float[12] & static[realPos[12]]);
        5'b00010: patternCollision <= (float[5] & static[realPos[5]]) | (float[6] & static[realPos[6]]) | (float[4] & static[realPos[4]]) | (float[9] & static[realPos[9]]) | (float[10] & static[realPos[10]]) | (float[8] & static[realPos[8]]) | (float[13] & static[realPos[13]]) | (float[14] & static[realPos[14]]) | (float[12] & static[realPos[12]]);
        5'b10100: patternCollision <= (float[1] & static[realPos[1]]) | (float[2] & static[realPos[2]]) | (float[0] & static[realPos[0]]) | (float[5] & static[realPos[5]]) | (float[6] & static[realPos[6]]) | (float[4] & static[realPos[4]]) | (float[9] & static[realPos[9]]) | (float[10] & static[realPos[10]]) | (float[8] & static[realPos[8]]);
        5'b10101: patternCollision <= (float[1] & static[realPos[1]]) | (float[2] & static[realPos[2]]) | (float[0] & static[realPos[0]]) | (float[5] & static[realPos[5]]) | (float[6] & static[realPos[6]]) | (float[4] & static[realPos[4]]);
        5'b10110: patternCollision <= (float[1] & static[realPos[1]]) | (float[2] & static[realPos[2]]) | (float[0] & static[realPos[0]]);
        default: patternCollision <= (float[1] & static[realPos[1]]) | (float[2] & static[realPos[2]]) | (float[0] & static[realPos[0]]) | (float[5] & static[realPos[5]]) | (float[6] & static[realPos[6]]) | (float[4] & static[realPos[4]]) | (float[9] & static[realPos[9]]) | (float[10] & static[realPos[10]]) | (float[8] & static[realPos[8]]) | (float[13] & static[realPos[13]]) | (float[14] & static[realPos[14]]) | (float[12] & static[realPos[12]]);
      endcase
    4'b1011:
      case (pos_y)
        5'b00000: patternCollision <= (float[12] & static[realPos[12]]) | (float[13] & static[realPos[13]]);
        5'b00001: patternCollision <= (float[12] & static[realPos[12]]) | (float[13] & static[realPos[13]]) |  (float[8] & static[realPos[8]])  |  (float[9] & static[realPos[9]]) ;
        5'b00010: patternCollision <= (float[12] & static[realPos[12]]) | (float[13] & static[realPos[13]]) |  (float[8] & static[realPos[8]])  |  (float[9] & static[realPos[9]]) | (float[4] & static[realPos[4]]) | (float[5] & static[realPos[5]]) ;
        5'b10100: patternCollision <= (float[8] & static[realPos[8]])  |  (float[9] & static[realPos[9]]) | (float[4] & static[realPos[4]]) | (float[5] & static[realPos[5]]) | (float[0] & static[realPos[0]]) | (float[1] & static[realPos[1]]);
        5'b10101: patternCollision <= (float[4] & static[realPos[4]]) | (float[5] & static[realPos[5]]) | (float[0] & static[realPos[0]]) | (float[1] & static[realPos[1]]);
        5'b10110: patternCollision <= (float[0] & static[realPos[0]]) | (float[1] & static[realPos[1]]);
        default: patternCollision <= (float[12] & static[realPos[12]]) | (float[13] & static[realPos[13]]) |  (float[8] & static[realPos[8]])  |  (float[9] & static[realPos[9]]) | (float[4] & static[realPos[4]]) | (float[5] & static[realPos[5]]) | (float[0] & static[realPos[0]]) | (float[1] & static[realPos[1]]);
      endcase
    4'b1100:
      case (pos_y)
        5'b00000: patternCollision <= (float[0] & static[realPos[0]]); 
        5'b00001: patternCollision <= (float[0] & static[realPos[0]]) | (float[4] & static[realPos[4]]); 
        5'b00010: patternCollision <= (float[0] & static[realPos[0]]) | (float[4] & static[realPos[4]]) | (float[8] & static[realPos[8]]); 
        5'b10100: patternCollision <= (float[4] & static[realPos[4]]) | (float[8] & static[realPos[8]]) | (float[12] & static[realPos[12]]); 
        5'b10101: patternCollision <= (float[8] & static[realPos[8]]) | (float[12] & static[realPos[12]]); 
        5'b10110: patternCollision <= (float[12] & static[realPos[12]]);
        default: patternCollision <= (float[0] & static[realPos[0]]) | (float[4] & static[realPos[4]]) | (float[8] & static[realPos[8]]) | (float[12] & static[realPos[12]]); 
      endcase
    default:
      case (pos_y)
        5'b00000: patternCollision <= (float[12] & static[realPos[12]]) | (float[13] & static[realPos[13]]) | (float[14] & static[realPos[14]]) | (float[15] & static[realPos[15]]);
        5'b00001: patternCollision <= (float[8] & static[realPos[8]]) | (float[9] & static[realPos[9]]) | (float[10] & static[realPos[10]]) | (float[11] & static[realPos[11]]) | (float[12] & static[realPos[12]]) | (float[13] & static[realPos[13]]) | (float[14] & static[realPos[14]]) | (float[15] & static[realPos[15]]);
        5'b00010: patternCollision <= (float[4] & static[realPos[4]]) | (float[5] & static[realPos[5]]) | (float[6] & static[realPos[6]]) | (float[7] & static[realPos[7]]) | (float[8] & static[realPos[8]]) | (float[9] & static[realPos[9]]) | (float[10] & static[realPos[10]]) | (float[11] & static[realPos[11]]) | (float[12] & static[realPos[12]]) | (float[13] & static[realPos[13]]) | (float[14] & static[realPos[14]]) | (float[15] & static[realPos[15]]);
        5'b10100: patternCollision <= (float[0] & static[realPos[0]]) | (float[1] & static[realPos[1]]) | (float[2] & static[realPos[2]]) | (float[3] & static[realPos[3]]) | (float[4] & static[realPos[4]]) | (float[5] & static[realPos[5]]) | (float[6] & static[realPos[6]]) | (float[7] & static[realPos[7]]) | (float[8] & static[realPos[8]]) | (float[9] & static[realPos[9]]) | (float[10] & static[realPos[10]]) | (float[11] & static[realPos[11]]);
        5'b10101: patternCollision <= (float[0] & static[realPos[0]]) | (float[1] & static[realPos[1]]) | (float[2] & static[realPos[2]]) | (float[3] & static[realPos[3]]) | (float[4] & static[realPos[4]]) | (float[5] & static[realPos[5]]) | (float[6] & static[realPos[6]]) | (float[7] & static[realPos[7]]);
        5'b10110: patternCollision <=  (float[0] & static[realPos[0]]) | (float[1] & static[realPos[1]]) | (float[2] & static[realPos[2]]) | (float[3] & static[realPos[3]]);
        default:patternCollision <= (float[0] & static[realPos[0]]) | (float[1] & static[realPos[1]]) | (float[2] & static[realPos[2]]) | (float[3] & static[realPos[3]]) | (float[4] & static[realPos[4]]) | (float[5] & static[realPos[5]]) | (float[6] & static[realPos[6]]) | (float[7] & static[realPos[7]]) | (float[8] & static[realPos[8]]) | (float[9] & static[realPos[9]]) | (float[10] & static[realPos[10]]) | (float[11] & static[realPos[11]]) | (float[12] & static[realPos[12]]) | (float[13] & static[realPos[13]]) | (float[14] & static[realPos[14]]) | (float[15] & static[realPos[15]]); 
      endcase
  endcase
end
always @(posedge clk) begin
  if (pos_y == 5'b11111)
    bottomCollision <= 1'b1;
  else if (row[0] == 1'b1)
    bottomCollision <= ~ (pos_y[1:0] == 2'b11 || |pos_y[4:2]);
  else if (row[1] == 1'b1)
    bottomCollision <= ~ (|pos_y[4:1]);
  else if (row[2] == 1'b1)
    bottomCollision <= ~ (|pos_y);
  else
	  bottomCollision <= 1'b0;
end
always @(posedge clk) begin
  if (pos_x == 4'b1111)
    leftCollision <= 1'b1;
  else if (col[0] == 1'b1)
    leftCollision <= ~ (pos_x[1:0] == 2'b11 || |pos_x[3:2]);
  else if (col[1] == 1'b1)
    leftCollision <= ~ (|pos_x[3:1]);
  else if (col[2] == 1'b1)
    leftCollision <= ~ (|pos_x);
  else
    leftCollision <= 1'b0;
end
always @(posedge clk) begin
  if (pos_x == 4'b1101)
    rightCollision <= 1'b1;
  else if (col[3] == 1'b1) 
    rightCollision <= (pos_x[3] == 1'b1) && (|pos_x[2:1]);
  else if (col[2] == 1'b1)
    rightCollision <= pos_x[3:2] == 2'b11 || pos_x == 4'b1011;
  else if (col[1] == 1'b1)
    rightCollision <= pos_x[3:2] == 2'b11;
  else
    rightCollision <= 1'b0;
end
endmodule
[flow/run.sh]
#!/bin/bash
# OpenROAD 26Q1-2900-gdf79404cd8, Yosys 0.63+post, stock flow scripts
make -C /OpenROAD-flow-scripts/flow DESIGN_CONFIG=/design/flow/config.mk WORK_HOME=/design/flow/orfs finish
==> results.json <==
{
  "cp.arrival_ns": 15.37,
  "startpoint_type": "input pin",
  "end_kind": "flop",
  "grt.overflow.total": 0,
  "clk_pin_slew_ns": 0.03,
  "ys.warnings.count": 2,
  "first_pass_iters": 6,
  "max_clock_freq_mhz": 65.5,
  "path_class": "input pin to flop",
  "cts.hold.buffers_added": 0,
  "p_leak_nw": 9.97,
  "min_from": "float[15]",
  "io_buffers": 226,
  "tns_ns": 0,
  "warnings": 44,
  "std_cell_rows": 91,
  "cts.repair.resized": 0,
  "drive_above_1_share_pct": 27.9,
  "met1_usage_pct": 53.1,
  "synth_cell_types": 103,
  "whs_endpoint": "rightCollision",
  "core_area_um2": 61600,
  "syn-cell-area_um2": 24900,
  "crit_fanout": 34,
  "grtUsageTotal_pct": 43.1,
  "postCtsSetupBuffers": 0,
  "relSlewSlack_pct": 26.1,
  "io_pins": 227,
  "chipArea_um2": 63100,
  "drt_wl_total_um": 129000,
  "dp_slack_ns": 21.74,
  "lay_top_cells": "507 x mux4_2, 225 x clkdlybuf4s50_1, 207 x nand2_1, 198 x mux2i_1, 109 x nor2_1",
  "p_total_mw": 1.82,
  "grt_pass1_vias": 25100,
  "post_layout_nonfiller_instances": 3340,
  "ant_nets": 0,
  "dp.final_hpwl_um": 99300,
  "synthToLayoutAreaGrowth_pct": 12.9,
  "setup_ws_ns": 21.84,
  "met3_usage_pct": 24.2,
  "cts.htree.levels": 1,
  "period_used_pct": 41.1,
  "synthCells": 2394,
  "fp_util_pct": 40.3,
  "hold_depth": 4,
  "ys.flops": 4,
  "die_width_um": 251,
  "dpl.cell_count": 3335,
  "vias": 25300,
  "powerDensity_nw_per_um2": 64.9,
  "finalHoldViolations": 0,
  "grt_pass1_wl_um": 184000,
  "tritoncts": "done",
  "crit_chain": "clkdlybuf4s50_1 > inv_1 > ha_1 > inv_1 > fa_2 > xnor2_4 > buf_4 > inv_2 > buf_4 > xnor2_1 > buf_4 > inv_1 > ha_1 > mux4_2 > mux4_2 > mux2_1 > a21oi_1 > nand4_1 > and4bb_1 > or4_4 > o311ai_2 > a31oi_1 > a211o_1",
  "status": "finished, final reports clean",
  "place_congestion": 1.08,
  "syn_area_per_cell_um2": 10.4,
  "hp-class": "input pin to flop",
  "fin_crit_ns": 15.26,
  "crit_path_top_delay_cell": "ha_1",
  "top_cell_area_share_pct": 45.9,
  "slowest_delay_ns": 0.89,
  "cts_sinks": 4,
  "synth-edff-count": 0,
  "die_h_um": 251,
  "required_ns": 37.21,
  "grt_setup_unrepaired": "false",
  "worstMarginPinSlew_ns": 1.11,
  "drc": 0,
  "ys_area_um2": 24900,
  "utilization_pct": 45.5,
  "topCellsByArea": "mux4_2 46%, mux2i_1 8.0%, ha_1 4.2%",
  "lay_top_count": "mux4_2",
  "yosysTopAreaCell": "mux4_2",
  "ys_cells": 2394,
  "grt.busiest_layer": "met2",
  "post_drt_wl_per_cell_um": 38.6,
  "cts-buffers-inserted": 3,
  "finalSetupViolations": 0,
  "drt_iter0_markers": 2640,
  "clock_path_buffers": 2,
  "async_reset_ff_share_pct": 0,
  "synth_seq_share_pct": 0.322,
  "grtUsageMet2_pct": 60.5,
  "grt_max_degree": 95,
  "via_per_inst": 7.57,
  "ff_type": "dfxtp_1",
  "ir_worst_vdd_uv": 48.1,
  "clockRootBuffer": "clkbuf_16",
  "maxCapViolCount": 0,
  "antenna_found_initial": 6,
  "slew_viol_final": 0
}
## registers in the layout, indices dropped and copies added, names as in the netlist
name	count
bottomCollision	1
leftCollision	1
patternCollision	1
rightCollision	1
## logic make-up (layout without fill, tap and decap cells)
group | after synthesis | count (layout) | synth area share (%)
mux | 757 | 757 | 56.3
xor+xnor | 166 | 166 | 7.86
compound gates | 424 | 424 | 12.2
buf+inv | 285 | 392 | 5.31
simple gates | 667 | 667 | 13.2
fa+ha+maj | 91 | 91 | 4.82
flops | 4 | 4 | 0.322
other cells | 0 | 2 | 0
## synthesized netlist by cell type (22+ instances only)
library cell  count
a211oi_1         30
a21oi_1          66
a31oi_1          31
buf_1            27
buf_2            72
clkbuf_1         82
ha_1             83
inv_1            63
mux2_2           44
mux2i_1         198
mux4_2          507
nand2_1         207
nand3_1         104
nand4_1          35
nor2_1          109
nor2b_1          28
nor3_1           58
o21ai_0          44
o22ai_1          22
xnor2_1          89
xnor3_1          27
xor2_1           35
## cell type report
type / count / area, um^2
fill: 5721 / 33500
multi-input combinational: 2105 / 23600
timing repair buffer: 314 / 2940
tap: 837 / 1050
inverter: 75 / 282
sequential: 4 / 80.1
clock buffer: 3 / 75.1
antenna: 2 / 5.00
## metal layers
metal  share of wire, %  wire, um
met1                 34     43800
met2                 43     55700
met3                 15     20000
met4                7.1      9160
met5               0.25       328
## worst max-delay path, delay by kind of cell
| family | cells | cell delay, ns |
|---|---|---|
| compound gates | 4 | 0.72 |
| simple gates | 3 | 1.03 |
| xor+xnor | 2 | 0.42 |
| fa+ha+maj | 3 | 1.77 |
| buf+inv | 8 | 2.40 |
| mux | 3 | 1.46 |
## stage by stage
step                hold WS (ns)  area, um^2
finish                      8.06       28100
global placement            8.15       28000
global route                8.09       28100
detailed placement          8.14       28000
floorplan                   7.65       24900
CTS                         8.06       28100
## power breakdown
group | internal, mW | switching [mW] | total, mW
Combinational | 0.700 | 1.10 | 1.80
Sequential | 0.00509 | 0.000384 | 0.00548
Clock | 0.0138 | 0.00307 | 0.0168
## how the worst max path moves through the flow
stage,to,cells past startpoint,startpoint,slack (ns)
after CTS,patternCollision,23,pos_y[1],21.95
after global routing,patternCollision,23,pos_y[1],21.46
final,patternCollision,23,pos_y[1],21.84
No activity file was given, so power comes from the tool's default toggle rates.
