<file path="flow/design.v">
`timescale 1ns / 1ps
module vgac (vga_clk,clrn,d_in,row_addr,col_addr,rdn,r,g,b,hs,vs);  
   input     [11:0] d_in;      
   input            vga_clk;   
   input            clrn;
   output reg [8:0] row_addr;  
   output reg [9:0] col_addr;  
   output reg [3:0] r,g,b;  
   output reg       rdn;       
   output reg       hs,vs;     
   reg [9:0] h_count;  
   always @ (posedge vga_clk) begin
       if (!clrn) begin
           h_count <= 10'h0;
       end else if (h_count == 10'd799) begin
           h_count <= 10'h0;
       end else begin 
           h_count <= h_count + 10'h1;
       end
   end
   reg [9:0] v_count;  
   always @ (posedge vga_clk or negedge clrn) begin
       if (!clrn) begin
           v_count <= 10'h0;
       end else if (h_count == 10'd799) begin
           if (v_count == 10'd524) begin
               v_count <= 10'h0;
           end else begin
               v_count <= v_count + 10'h1;
           end
       end
   end
    wire  [9:0] row    =  v_count - 10'd35;      
    wire  [9:0] col    =  h_count - 10'd143;     
    wire        h_sync = (h_count > 10'd95);     
    wire        v_sync = (v_count > 10'd1);      
    wire        read   = (h_count > 10'd142) &&  
                         (h_count < 10'd783) &&  
                         (v_count > 10'd34)  &&  
                         (v_count < 10'd515);    
    always @ (posedge vga_clk) begin
        row_addr <=  row[8:0];  
        col_addr <=  col;       
        rdn      <= ~read;      
        hs       <=  h_sync;    
        vs       <=  v_sync;    
        r        <=  rdn ? 4'h0 : d_in[3:0];  
        g        <=  rdn ? 4'h0 : d_in[7:4];  
        b        <=  rdn ? 4'h0 : d_in[11:8];  
    end
endmodule
module vgaio(input wire clk,
             input wire clk_25MHz,
             input wire clrn,
             input wire Load,
             input wire[8:0] HAddr,
             input wire[9:0] LAddr,
             input wire[1:0] Data,
             output wire[3:0] r,
             output wire[3:0] g,
             output wire[3:0] b,
             output wire hs,
             output wire vs);
    wire[8:0] row_addr;
    wire[9:0] col_addr;
    reg[11:0] Dotout;
    wire[18:0] DotAddr;
    wire[18:0] LoadAddr;
    assign DotAddr  = row_addr*640+col_addr;
    assign LoadAddr = HAddr*640+LAddr;
    wire[1:0] ram_read;
    vram ram (
    .clka(clk),  
    .wea(Load),  
    .addra(LoadAddr),  
    .dina(Data),  
    .clkb(clk),  
    .addrb(DotAddr),  
    .doutb(ram_read)  
    );
    always@(posedge clk_25MHz) begin
        case(ram_read)
            2'b00:Dotout<=12'h000;  
            2'b01:Dotout<=12'hF00;  
            2'b10:Dotout<=12'h0F0;  
            2'b11:Dotout<=12'h00F;  
        endcase
    end
    vgac v0 (.vga_clk(clk_25MHz),.clrn(clrn),.d_in(Dotout),.row_addr(row_addr),.col_addr(col_addr),.r(r),.g(g),.b(b),.hs(hs),.vs(vs));
endmodule
module blockmode(input wire clk,
                 input wire [0:2399] d,
                 input wire[8:0] HAddr,
                 input wire[9:0] LAddr,
                 output reg[1:0] Data);
    wire[4:0] HBlock;
    wire[5:0] LBlock;
    wire[12:0] BAddr;
    assign HBlock      = HAddr[8:4];
    assign LBlock      = LAddr[9:4];
    assign BAddr[12:1] = HBlock*40+LBlock;
    assign BAddr[0]  = 1'b0;
    always@(posedge clk)
    begin
        if ({d[BAddr],d[BAddr+1]} == 2'b00)
        begin
            Data <= 2'b00;
        end
        else
        begin
            if (HAddr[3:0] == 4'h0||HAddr[3:0] == 4'hF||LAddr[3:0] == 4'h0||LAddr[3:0] == 4'hF)
            begin
                Data <= 2'b00;
            end
            else
            begin
                case({d[BAddr],d[BAddr+1]})
                    2'd1:Data   <= 2'b11;
                    2'd2:Data   <= 2'b10;
                    2'd3:Data   <= 2'b01;
                endcase
            end
        end
    end
endmodule
module textmode(input wire clk,
                input wire[8:0] HAddr,
                input wire[9:0] LAddr,
                output reg[1:0] Data);
    wire[4:0] HBlock;
    wire[6:0] LBlock;
    wire[12:0] BAddr;
    assign HBlock      = HAddr[8:4];
    assign LBlock      = LAddr[9:3];
    assign BAddr[12:0] = HBlock*80+LBlock;
    reg [11:0] readAddr;
    wire [7:0] read;
    textrom trom (
    .clka(clk),  
    .ena(1'b1),  
    .addra(readAddr),  
    .douta(read)  
    );
    always@(*)
    begin
        case(BAddr)
            13'd1234:readAddr <= 12'd624+HAddr[3:0];  
            13'd1235:readAddr <= 12'd528+HAddr[3:0];  
            13'd1236:readAddr <= 12'd720+HAddr[3:0];  
            13'd1237:readAddr <= 12'd592+HAddr[3:0];  
            13'd1238:readAddr <= 12'd000+HAddr[3:0];  
            13'd1239:readAddr <= 12'd752+HAddr[3:0];  
            13'd1240:readAddr <= 12'd864+HAddr[3:0];  
            13'd1241:readAddr <= 12'd592+HAddr[3:0];  
            13'd1242:readAddr <= 12'd800+HAddr[3:0];  
            13'd1243:readAddr <= 12'd016+HAddr[3:0];  
            default:readAddr <= 12'h000;
        endcase
    end
    always@(*)
    begin
        case(LAddr[2:0])
            3'd0:Data<=read[7]?2'b11:2'b01;
            3'd1:Data<=read[6]?2'b11:2'b01;
            3'd2:Data<=read[5]?2'b11:2'b01;
            3'd3:Data<=read[4]?2'b11:2'b01;
            3'd4:Data<=read[3]?2'b11:2'b01;
            3'd5:Data<=read[2]?2'b11:2'b01;
            3'd6:Data<=read[1]?2'b11:2'b01;
            3'd7:Data<=read[0]?2'b11:2'b01;
        endcase
    end
endmodule
module Display(input wire clk,  
                input wire mode,  
                input wire [0:199] d,  
                output wire[3:0] r,
                output wire[3:0] g,
                output wire[3:0] b,
                output wire hs,
                output wire vs);
    reg[1:0] clk_div;
    always@(posedge clk) begin
        clk_div <= clk_div + 2'b1;
    end
    wire Load;
    assign Load = ~clk_div[1];
    wire[1:0] Data;
    reg[8:0] HAddr;
    reg[9:0] LAddr;
    wire[1:0] D1,D2;
    always@(posedge clk_div[1])
    begin
        if (LAddr == 10'd639)
        begin
            LAddr <= 10'b0;
            if (HAddr == 9'd479)
            begin
                HAddr <= 0;
            end
            else
            begin
                HAddr <= HAddr+9'b1;
            end
        end
        else
        begin
            LAddr <= LAddr+10'b1;
        end
    end
    wire[0:2399] dd;
    generate
        genvar ii, jj;
        for(jj=0; jj<30; jj=jj+1) begin
            for(ii=0; ii<40; ii=ii+1) begin
                if((ii==15&&jj>=4&&jj<=25)||(ii==26&&jj>=4&&jj<=25)||(jj==4&&ii>=15&&ii<=26)||(jj==25&&ii>=15&&ii<=26))
                begin:map0
                    assign dd[(jj*40+ii)*2:(jj*40+ii)*2+1]=2'b11;
                end
                else
                begin
                    if(ii>15&&ii<26&&jj>4&&jj<25)
                    begin:map1
                        assign dd[(jj*40+ii)*2:(jj*40+ii)*2+1]=(d[(24-jj)*10+(ii-16)])?2'b01:2'b00;
                    end
                    else
                    begin:map2
                        assign dd[(jj*40+ii)*2:(jj*40+ii)*2+1]=2'b00;
                    end
                end
            end
        end
    endgenerate
    blockmode bm (.clk(clk),.d(dd),.Data(D1),.HAddr(HAddr),.LAddr(LAddr));
    textmode tm (.clk(clk),.Data(D2),.HAddr(HAddr),.LAddr(LAddr));
    assign Data=mode?D2:D1;
    vgaio vio (.clk(clk),.clk_25MHz(clk_div[1]),.clrn(1'b1),.Load(Load),.HAddr(HAddr),.LAddr(LAddr),.Data(Data),.r(r),.g(g),.b(b),.hs(hs),.vs(vs));
endmodule
module Combine(  
         input wire clk,
         input wire [3:0] pos_x,  
         input wire [4:0] pos_y,  
         input wire [0:15] float,
         input wire [0:199] static,
         output reg [0:199] comb
       );
    reg[4:0] row;
    reg[3:0] col;
    wire[7:0] Addr;
    assign Addr=10*row+col;
    always@(posedge clk) begin
        if(col==4'd9) begin
            col<=0;
            if(row==5'd19) begin
                row<=0;
            end
            else
            begin
                row<=row+1;
            end
        end
        else
        begin
            col<=col+1;
        end
    end
    wire[4:0] row_dis;
    wire[3:0] col_dis;
    wire block;
    assign row_dis=pos_y-row;
    assign col_dis=pos_x-col;
    assign block=(|row_dis[4:2])|(|col_dis[3:2])?(static[Addr]):(static[Addr]|float[(3-row_dis)*4+(3-col_dis)]);
    always@(posedge clk) begin
        comb[Addr]<=block;
    end
endmodule
</file>
<file path="flow/run.sh">
#!/bin/bash
# OpenROAD 26Q1-2900-gdf79404cd8, Yosys 0.63+post, stock flow scripts
make -C /OpenROAD-flow-scripts/flow DESIGN_CONFIG=/design/flow/config.mk WORK_HOME=/design/flow/orfs finish
</file>
<file path="flow/config.mk">
export PLATFORM = sky130hd
export DESIGN_NAME = Combine
export DESIGN_NICKNAME = Combine
export VERILOG_FILES = /design/flow/design.v
export SDC_FILE = /design/flow/constraint.sdc
export NUM_CORES = 4
export LEC_CHECK = 1
export CORE_AREA = 10 10 260 260
export DIE_AREA = 0 0 270 270
</file>
<file path="flow/constraint.sdc">
current_design Combine

set clk_period 15.6
set clk_io_pct 0.2

create_clock -name clk0 -period $clk_period [get_ports {clk}]

set non_clock_inputs [all_inputs -no_clocks]
set_input_delay [expr $clk_period * $clk_io_pct] -clock clk0 $non_clock_inputs
set_output_delay [expr $clk_period * $clk_io_pct] -clock clk0 [all_outputs]
</file>
==> qor.csv <==
stage,metric,value,unit
critical_path,worstRegToRegCells,21,
critical_path,rr_endpoint,comb[0]$_DFF_P_,
final_timing,tightest_slew,0.8900,ns
grt,antenna_found_initial,1,
cts,cts-resized-gates,0,
final_timing,fin_crit,8.114,ns
power_and_ir_drop,p_leak,6.161,nW
yosys,syn_inst,1120,
final_timing,clock.fmax,123.2,MHz
cts,postCtsHoldBufs,0,
critical_path,cp_max_fo,101,
drt,vias,9872,
job,log.warning_count,29,
cts,htree_levels,1,
hold_path,min_from,comb[47]$_DFF_P_,
critical_path,path_cells,"clkdlybuf4s50_1, inv_1, ha_1, inv_1, fa_1, xnor2_1, ha_1, inv_1, ha_1, ha_1, or3_1, nand2_1, mux4_2, a32oi_1, nand3_4, buf_4, buf_4, mux2_2",
yosys,synth_cell_type_count,71,
yosys,yosys_cells,1120,
drt,drtPass1Iterations,5,
cts,clk_pin_slew_worst_paths,0.06,ns
critical_path,cp.arrival,8.51,ns
floorplanning,io_pins,426,
floorplanning,die-area,72900,um^2
critical_path,critPathMaxStageDelay,0.50,ns
grt,gr-total-overflow,0,
cts,clock_sinks,209,
place,dp_hpwl,35.50,mm
layout,syn2layout_area_growth,50.70,%
final_timing,finalSetupTns,0,ns
floorplanning,die_y,270,um
layout,layout_top_cells,"clkdlybuf4s50_1, dfxtp_1, mux2_2",
layout,fill_cells,6307,
yosys,syn_avg_cell_area,10.21,um^2
critical_path,critPathSlowestCell,mux4_2,
place,port_buffers,425,
yosys,ys.warnings.count,1,
critical_path,start_kind,input port,
grt,grt_util_all_layers,0.1214,
layout,drive_above_1_share,0.1919,
grt,grt_pass1_wl,66.10,mm
final_timing,timing.final.hold_violations,0,
yosys,yosys_area,11430,um^2
final_timing,postLayoutSetupSlackWorst,7.486,ns
final_timing,fin_skew,0.008779,ns
cts,clock-root-buffer,clkbuf_16,
yosys,synthArstFlopShare,0,
cts,cts_tree,built,
final_timing,maxSlewHeadroom,0.4067,
final_timing,finalMaxSlewViolations,0,
hold_path,whs_path_depth,1,
yosys,edf_count,5,
drt,drt_first_iter_violations,560,
run_status,outcome,"complete, no violations",
hold_path,hold_path_class,reg2reg,
grt,grt_pass1_vias,10078,
power_and_ir_drop,power_density,67.11,nW/um^2
yosys,syn-cell-area,11430,um^2
hold_path,hold_end,comb[47]$_DFF_P_,
final_timing,setup_viol,0,
drt,routed_wirelength,45.12,mm
yosys,ys_seq_share,0.3704,
yosys,ff_type,dfxtp_1,
critical_path,ff2ff_setup_slack,8.47,ns
power_and_ir_drop,ir_drop,0.05818,mV
cts,postCtsSetupBuffers,0,
floorplanning,initial_core_util,0.1849,
layout,lay_top_count,clkdlybuf4s50_1,
drt,viasPerCell,4.183,
grt,grt_max_degree,102,
place,place_ws,7.036,ns
cts,cts_buffers,23,
drt,wl_per_cell,19.12,um
final_timing,fin_hold_ws,0.4675,ns
floorplanning,rows,91,
place,gp_congestion,0.8878,
final_timing,rsz0062_at_grt,no,
critical_path,crit_top_cell,ha_1,
drt,antenna_left,0,
critical_path,required,16.00,ns
drt,drcViolationCount,0,
cts,clockBufferDepth,3,
floorplanning,core,61830,um^2
job,cap_violations,0,
critical_path,cp-end-kind,flop,
critical_path,worstSetupPathType,in2reg,
final_timing,fin_crit_sh,0.5201,
floorplanning,die_w,270,um
yosys,ys_seq_elements,209,
critical_path,regToRegStartpoint,row[3]$_SDFFCE_PN0N_,
cts,insertion_delay,0.51,ns
-- cells by family (layout without fill, tap and decap cells) --
kind of cell | after synthesis | in the layout | share of synthesized area
simple gates | 383 | 383 | 0.1533
mux | 268 | 268 | 0.3058
flops | 209 | 209 | 0.3704
buf+inv | 106 | 508 | 0.04159
compound gates | 82 | 82 | 0.05100
fa+ha+maj | 42 | 42 | 0.04859
xor+xnor | 30 | 30 | 0.02933
other cells | 0 | 1 | 0
-- registers in the layout (all words and copies together), names as in the netlist --
name and count:
comb 200, row 5, col 4
-- metrics by stage --
stage	power, mW	util	cell area [um^2]	instances
floorplan	0.5849	-	11430	1120
global placement	0.6545	0.2675	16540	2321
detailed placement	0.6551	0.2675	16540	2321
CTS	1.169	0.2786	17230	2359
global route	1.200	0.2787	17230	2360
finish	1.156	0.2787	17230	2360
-- per-layer routing --
metal,global-route usage,share of wire
met1,0.1624,0.44
met5,0,0
met2,0.1980,0.47
met4,0.02247,0.021
met3,0.03171,0.066
-- worst max-delay path, delay by kind of cell --
family | cells | cell delay (ns)
fa+ha+maj | 5 | 1.34
compound gates | 1 | 0.40
simple gates | 3 | 0.93
buf+inv | 6 | 1.51
xor+xnor | 1 | 0.24
mux | 2 | 0.90
-- synth_stat cells (3+ instances only) --
| library cell | count | area (um^2) |
|---|---|---|
| and3_1 | 4 | 25.02 |
| nand4_1 | 8 | 50.05 |
| clkbuf_1 | 33 | 123.9 |
| a21oi_1 | 19 | 95.09 |
| nand2b_1 | 11 | 68.82 |
| nor2b_1 | 9 | 56.30 |
| buf_2 | 41 | 205.2 |
| buf_1 | 3 | 11.26 |
| nor2_1 | 162 | 608.1 |
| xnor2_1 | 14 | 122.6 |
| mux2_1 | 27 | 304.0 |
| mux2i_1 | 23 | 230.2 |
| nand2_1 | 109 | 409.1 |
| inv_1 | 22 | 82.58 |
| o221ai_1 | 8 | 70.07 |
| nor4_2 | 4 | 50.05 |
| nor3_1 | 17 | 85.08 |
| a21o_1 | 5 | 37.54 |
| and2_1 | 4 | 25.02 |
| buf_4 | 7 | 52.55 |
| o21ai_0 | 8 | 40.04 |
| edfxtp_1 | 5 | 150.1 |
| a31oi_1 | 6 | 37.54 |
| fa_1 | 4 | 80.08 |
| nand3_1 | 25 | 125.1 |
| dfxtp_1 | 204 | 4084 |
| xor2_1 | 10 | 87.58 |
| mux2_2 | 173 | 1948 |
| a211oi_1 | 4 | 30.03 |
| ha_1 | 38 | 475.5 |
| or3_1 | 8 | 50.05 |
| mux4_2 | 45 | 1013 |
| o22ai_1 | 5 | 31.28 |
| o211ai_1 | 4 | 30.03 |
-- layout make-up --
cell class,count,area (um^2),share of cell area
inverter,22,82.58,0.004793
multi-input combinational,805,6745,0.3915
timing repair buffer,448,4427,0.2570
clock inverter,4,48.80,0.002832
sequential,209,4238,0.2460
antenna,1,2.502,0.0001453
tap,837,1047,0.06079
clock buffer,34,636.9,0.03697
-- worst max path at each step --
| stage | end | cells past startpoint | start | slack (ns) |
|---|---|---|---|---|
| after CTS | comb[82]$_DFF_P_ | 18 | pos_x[0] | 7.55 |
| after global routing | comb[100]$_DFF_P_ | 18 | pos_x[0] | 7.24 |
| final | comb[50]$_DFF_P_ | 18 | pos_x[0] | 7.49 |
-- power breakdown --
part | switching [mW] | internal (mW)
registers | 0.00163 | 0.538
logic | 0.0276 | 0.0762
clock network | 0.215 | 0.297
total | 0.245 | 0.911
Power is estimated from default activity; no workload was simulated.
