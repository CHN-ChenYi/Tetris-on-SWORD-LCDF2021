## ./config.mk

```make
export PLATFORM = sky130hd
export DESIGN_NAME = RowEliminator
export DESIGN_NICKNAME = RowEliminator
export VERILOG_FILES = /design/flow/design.v
export SDC_FILE = /design/flow/constraint.sdc
export NUM_CORES = 4
export LEC_CHECK = 1
export CORE_AREA = 10 10 242 242
export DIE_AREA = 0 0 252 252
```

## ./constraint.sdc

```tcl
current_design RowEliminator

set clk_period 5.5
set clk_io_pct 0.2

create_clock -name clk0 -period $clk_period [get_ports {clk}]

set non_clock_inputs [all_inputs -no_clocks]
set_input_delay [expr $clk_period * $clk_io_pct] -clock clk0 $non_clock_inputs
set_output_delay [expr $clk_period * $clk_io_pct] -clock clk0 [all_outputs]
```

## ./design.v

```verilog
`timescale 1ns / 1ps
module RowEliminator(
         input wire clk,
         input wire [0:199] static,  
         output wire eliminated,  
         output reg [0:199] new_static  
       );
wire [19:0] full;
genvar	i;
generate for(i = 0;i < 20;i = i + 1)
	begin : afor
		assign full[i] = & static[i*10:i*10+9];
	end
endgenerate
assign eliminated = |full;
always @(posedge clk) begin
  if (eliminated) begin
    if (full[0] == 1'b1)
      new_static <= static << 10;
    else if (full[1] == 1'b1) begin
      new_static[10:199] <= static[10:199] << 10;
      new_static[0:9] <= static[0:9];
    end else if (full[2] == 1'b1) begin
      new_static[20:199] <= static[20:199] << 10;
      new_static[0:19] <= static[0:19];
    end else if (full[3] == 1'b1) begin
      new_static[30:199] <= static[30:199] << 10;
      new_static[0:29] <= static[0:29];
    end else if (full[4] == 1'b1) begin
      new_static[40:199] <= static[40:199] << 10;
      new_static[0:39] <= static[0:39];
    end else if (full[5] == 1'b1) begin
      new_static[50:199] <= static[50:199] << 10;
      new_static[0:49] <= static[0:49];
    end else if (full[6] == 1'b1) begin
      new_static[60:199] <= static[60:199] << 10;
      new_static[0:59] <= static[0:59];
    end else if (full[7] == 1'b1) begin
      new_static[70:199] <= static[70:199] << 10;
      new_static[0:69] <= static[0:69];
    end else if (full[8] == 1'b1) begin
      new_static[80:199] <= static[80:199] << 10;
      new_static[0:79] <= static[0:79];
    end else if (full[9] == 1'b1) begin
      new_static[90:199] <= static[90:199] << 10;
      new_static[0:89] <= static[0:89];
    end else if (full[10] == 1'b1) begin
      new_static[100:199] <= static[100:199] << 10;
      new_static[0:99] <= static[0:99];
    end else if (full[11] == 1'b1) begin
      new_static[110:199] <= static[110:199] << 10;
      new_static[0:109] <= static[0:109];
    end else if (full[12] == 1'b1) begin
      new_static[120:199] <= static[120:199] << 10;
      new_static[0:119] <= static[0:119];
    end else if (full[13] == 1'b1) begin
      new_static[130:199] <= static[130:199] << 10;
      new_static[0:129] <= static[0:129];
    end else if (full[14] == 1'b1) begin
      new_static[140:199] <= static[140:199] << 10;
      new_static[0:139] <= static[0:139];
    end else if (full[15] == 1'b1) begin
      new_static[150:199] <= static[150:199] << 10;
      new_static[0:149] <= static[0:149];
    end else if (full[16] == 1'b1) begin
      new_static[160:199] <= static[160:199] << 10;
      new_static[0:159] <= static[0:159];
    end else if (full[17] == 1'b1) begin
      new_static[170:199] <= static[170:199] << 10;
      new_static[0:169] <= static[0:169];
    end else if (full[18] == 1'b1) begin
      new_static[180:199] <= static[180:199] << 10;
      new_static[0:179] <= static[0:179];
    end else if (full[19] == 1'b1) begin
      new_static[190:199] <= static[190:199] << 10;
      new_static[0:189] <= static[0:189];
    end 
	end else 
    new_static <= static;
end
endmodule
```

## ./run.sh

```bash
#!/bin/bash
# OpenROAD 26Q1-2900-gdf79404cd8, Yosys 0.63+post, stock flow scripts
make -C /OpenROAD-flow-scripts/flow DESIGN_CONFIG=/design/flow/config.mk WORK_HOME=/design/flow/orfs finish
```

==> results.txt <==
Synth warn: 1
CTS buffer count: 17
Vias in the first global route: 7033
Synth cell types: 23
Estimated wirelength of the detail-placed design: 29710 um
DIE HEIGHT: 252 um
Post-Route WL: 35040 um
Worst path required time: 4.40 ns
Outcome: completed
Antenna violations before repair: 2
Worst setup EP type: primary output
Chip area: 63500 sq um
Final ANT Viol Nets: 0
CTS tree: yes
Cell Area, Synth: 8876 sq um
Root buffer cell: clkbuf_16
Final Slew Violations: 0
Number of detailed-routing iterations run before antenna repair: 6
Post-CTS Setup Bufs: 0
# H-tree levels: 4
Synthesized flop and latch total: 200
Num rows: 84
Power Internal: 2.780 mW
LEAKAGE: 5.449 nW
Critical-path top delay cell: clkdlybuf4s50_1
Global route overflow: 0
Setup tns final: 0 ns
Worst path cell trace: clkdlybuf4s50_1, nand4_1, nor3_1, buf_4, or3_4, or3_4, nor3_1, buf_4, inv_1, clkdlybuf4s50_1
Sink Count: 200
GRT Util Overall: 0.1111
Global-route wire length before repair: 49820 um
Clock buffer depth: 2
# port buffers: 401
Endpoints failing setup: 0
Via count: 6585
Floorplan Utilization: 0.1676
Clock power frac: 0.332
CP peak stage delay: 0.47 ns
Layout area overhead: 70.12%
Kind of critical path: in2out
Core area: 52970 sq um
CTS Hold Bufs: 0
WHS: 1.333 ns
PwrDens: 239.6 nW/um^2
Top-area cell share: 0.6766
Drc violations: 0
Largest net degree at the start of global routing: 18
Worst-Margin Slew: 0.8113 ns
Period minus WS final: 4.793 ns
Worst-path clk slew: 0.07 ns
Initial drt markers: 247
Top Layout Cells: clkdlybuf4s50_1, edfxtp_1, conb_1
IO Count: 402
Vias/cell: 3.567
Die X-Extent: 252 um
Slew headroom: 0.4572
Crit-path max FO: 11
Switching Share: 0.2315
Tally of OpenROAD warnings: 25
Biggest register: new_static
Hold WC Path Type: in2reg
RePlAce Congestion: 0.9041
Top flop regs: new_static (200)
Seq share, synth: 0.6766
Min-delay src: static[2]
Layout cells sized above 1: 0.2057
Mean area per synthesized cell: 17.00 sq um
Crit path buffers/inverters: 5
Startpoint types: input port
WHS Endpoint: new_static[2]$_DFFE_PP_
Maximum clock frequency: 208.6 MHz
Max Cap Violations: 0
CP top delay family: buffers and inverters
Ys cells: 522
Hold path depth: 2
Synth top area cells: edfxtp_1, mux2_2, nand4_1
Fin. Hold Viols: 0
Post-DR wirelength/cell: 18.98 um
RSZ-0062 raised after global routing: no
Combinational Power Share: 0.157
Most numerous logic cell after layout: clkdlybuf4s50_1
Crit path from: static[36]
Largest register FFs: 200
Synth Instances: 522
NetSw: 0.8375 mW
Yosys synthesis chip area: 8876 sq um
Instance count on the critical path: 10
IR drop worst, VDD: 211.1 uV
Register share of total power: 0.511
Most area-hungry cell type in the Yosys netlist: edfxtp_1
Post_cts resized: 0
Post-route clock period utilization: 0.8715
Crit path DAT: 3.69 ns
how the worst max path moves through the flow:
stage           endpoint
CTS           eliminated
global route  eliminated
finish        eliminated
cell families (layout without fill, tap and decap cells):
group | Yosys count | in the layout | share of synthesized area
compound gates | 5 | 5 | 0.005780
buf+inv | 13 | 449 | 0.005780
flops | 200 | 200 | 0.6766
mux | 185 | 185 | 0.2347
other cells | 1 | 201 | 0.0004225
simple gates | 118 | 118 | 0.07668
metrics by stage:
stage               total power [mW]  cells  utilization  area (sq um)  worst slack [ns]
global route                   3.783   1845       0.2850         15100            0.5671
global placement               2.459   1814       0.2751         14570            0.6226
finish                         3.618   1846       0.2851         15100            0.7068
floorplan                      1.957    721            -          9623             1.949
CTS                            3.696   1845       0.2850         15100            0.6691
detailed placement             2.461   1814       0.2751         14570            0.6673
Yosys cell counts:
library cell    n
and2_1         10
nor2_2          2
nor4_4          1
nor2_1          4
nand2_1        22
nand4_2         1
clkbuf_1       10
buf_2           2
nand4_1        41
conb_1          1
o22a_1          1
nor3_2          2
mux2_2        185
or2_2           1
or3_1           5
or3_4           2
o41a_1          2
o32a_1          2
nor2b_1         2
nand3_1         1
nor3_1         24
inv_1           1
edfxtp_1      200
routing by layer:
metal	track usage	wire length [um]
met4	0.01593	564
met2	0.1787	16560
met1	0.1325	13480
met5	0	13
met3	0.06116	4415
layout make-up:
class,count,area [sq um]
Clock inverter,13,97.59
Timing Repair Buffer,417,4134
Multi-Input combinational cell,508,3566
Clock buffer,18,429.2
Tap cell,688,860.8
Inverter,1,3.754
Sequential cell,200,6006
Fill cell,5440,37870
Antenna cell,1,2.502
power by group through the flow:
| stage | combinational [mW] | clock (mW) | sequential, mW |
|---|---|---|---|
| 4_1_cts | 0.581 | 1.26 | 1.85 |
| 5_1_grt | 0.616 | 1.31 | 1.86 |
| 6_report | 0.568 | 1.20 | 1.85 |
No activity file was given, so power comes from the tool's default toggle rates.
